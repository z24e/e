--- design.v ---
module counter(clk,reset,up_down,load,data,count);
  input clk,reset,load,up_down;
  input [3:0] data;
  output reg [3:0] count;
  always@(posedge clk) 
  begin
    if(reset)    
      count <= 0;
    else if(load)    
      count <= data;
    else if(up_down)        
      count <= count + 1;
    else           
      count <= count - 1;
  end
endmodule
--- run.sh ---
#!/bin/bash
# OpenROAD 26Q1-2900-gdf79404cd8, Yosys 0.63+post, stock flow scripts
make -C /OpenROAD-flow-scripts/flow DESIGN_CONFIG=/design/flow/config.mk WORK_HOME=/design/flow/orfs finish
--- config.mk ---
export PLATFORM = sky130hd
export DESIGN_NAME = counter
export DESIGN_NICKNAME = counter
export VERILOG_FILES = /design/flow/design.v
export SDC_FILE = /design/flow/constraint.sdc
export NUM_CORES = 4
export LEC_CHECK = 1
export CORE_AREA = 10 10 70 70
export DIE_AREA = 0 0 80 80
--- constraint.sdc ---
current_design counter

set clk_period 2.6
set clk_io_pct 0.2

create_clock -name clk0 -period $clk_period [get_ports {clk}]

set non_clock_inputs [all_inputs -no_clocks]
set_input_delay [expr $clk_period * $clk_io_pct] -clock clk0 $non_clock_inputs
set_output_delay [expr $clk_period * $clk_io_pct] -clock clk0 [all_outputs]
==> results_tabular.tex <==
% Yosys + OpenROAD metrics
\begin{tabular}{lr}
\hline
Metric & Value \\
\hline
\multicolumn{2}{l}{\textbf{Floorplan}} \\
\quad Floorplan row count & 21 \\
\quad Core Util at FP & 0.0718 \\
\quad DIE WIDTH & roughly 80 um \\
\quad Area of the die & between 0.006 and 0.007 mm\^{}2 \\
\quad Floorplan Core Area & 0.00342 mm\^{}2 \\
\quad Total I/O pin count & 12 \\
\quad Die outline height & about 80 um \\
\multicolumn{2}{l}{\textbf{Synth}} \\
\quad Syn\_area\_per\_cell & 9.81 um\^{}2 \\
\quad Cells after Synth & 25 \\
\quad Share of synthesized area occupied by flip-flops and latches & 0.327 \\
\quad Yosys warning total & 1 \\
\quad Unique masters post-synth & 15 \\
\quad Synthesized flop and latch total & 4 \\
\quad Area figure in the yosys stat output & between 200 and 250 um\^{}2 \\
\quad Count of instantiated cells in the yosys netlist & 25 \\
\quad Cell area after synthesis & 245 um\^{}2 \\
\multicolumn{2}{l}{\textbf{Run}} \\
\quad Count of warning messages emitted by the tools & 25 \\
\quad Max-Cap Viols & 0 \\
\multicolumn{2}{l}{\textbf{Pwr}} \\
\quad Combinational fraction of design power & 0.270 \\
\quad Total power of the final layout & roughly 210 uW \\
\quad Net Sw Power & $\sim$53 uW \\
\quad Pwr per Cell Area & 491 mW/mm\^{}2 \\
\quad Cell leakage power & 0.162 nW \\
\quad Switching share of power & 0.254 \\
\quad Share of total power in sequential cells & 0.357 \\
\quad Internal power summed over all cells & between 150 and 200 uW \\
\quad Fraction of power consumed by the clock network & 0.373 \\
\quad Max IR drop VDD & approximately 0.081 mV \\
\multicolumn{2}{l}{\textbf{Clock network}} \\
\quad Number of gates resized after CTS & 0 \\
\quad Post-CTS Hold Fix Bufs & 0 \\
\quad Number of clock buffers inserted by TritonCTS & 3 \\
\quad Source-to-sink clock delay at the later pin of the worst-skew pair & 0.23 ns \\
\quad Clock sink total & 4 \\
\quad H-tree depth & 1 \\
\quad Clock transition time at the flip-flop clock pins of the worst setup and hold paths & 0.04 ns \\
\quad Largest buffer count on any clock path & 2 \\
\quad TritonCTS clock tree & done \\
\quad Setup Fix Bufs, Post-CTS & 0 \\
\quad Root buffer cell & clkbuf\_4 \\
\multicolumn{2}{l}{\textbf{GRT}} \\
\quad Initial antenna violation count & 0 \\
\quad Total congestion overflow after global routing & 0 \\
\quad Global-route wire length before repair & between 1 and 1.5 mm \\
\quad Via count of the first global-routing pass & $\sim$260 \\
\quad Largest net degree at the start of global routing & 8 \\
\quad Total Routing Usage GR & 0.0222 \\
\multicolumn{2}{l}{\textbf{Drt}} \\
\quad Total number of vias & 218 \\
\quad Average wire per standard cell & $\sim$8.4 um \\
\quad Final Routed Wirelength & a little over 700 um \\
\quad Pre-Repair DR Iteration Count & 4 \\
\quad Average via count per standard cell & $\sim$2.6 \\
\quad Antenna Nets Post-Route & 0 \\
\quad Number of antenna repair diodes & 0 \\
\quad Detailed Route Iter0 Violations & 2 \\
\quad Number of DRC violations after detailed routing & 0 \\
\multicolumn{2}{l}{\textbf{Setup path}} \\
\quad Worst Path Class, Setup & input port to register \\
\quad Critical Path Source Type & input port \\
\quad Element type at the critical path end & register \\
\quad Critical path peak fanout & 3 \\
\quad Critical Path AT & 2.05 ns \\
\quad Required time of the critical path & $\sim$2.8 ns \\
\multicolumn{2}{l}{\textbf{STA}} \\
\quad Total negative slack & 0 ns \\
\quad Setup-violating endpoint count in the final report & 0 \\
\quad Final period util & 0.725 \\
\quad Setup repair after global routing missed its margin & no \\
\quad Least-Margin Pin Slew & 0.308 ns \\
\quad Setup skew after layout & $\sim$0.0024 ns \\
\quad Achievable Freq & 531 MHz \\
\quad Final-report max-slew violation count & 0 \\
\quad Relative slew slack & 0.794 \\
\quad Final worst path period need & around 1.9 ns \\
\quad Final hold violation count & 0 \\
\multicolumn{2}{l}{\textbf{Finish}} \\
\quad Max reg flops & 4 \\
\quad Area Overhead vs Synth & 73.0\% \\
\quad Number of fill cells in the layout & 405 \\
\quad Most common cell after layout, fill and taps aside & clkdlybuf4s50\_1 \\
\quad Ratio of cells with drive above 1 in the final layout & 0.105 \\
\quad Register ranked first by flip-flop count & count \\
\quad Largest regs & count (4) \\
\quad Leading cell types in the layout, fill and taps excluded & 11 x clkdlybuf4s50\_1, 5 x nor2\_1, 4 x dfxtp\_1, 3 x clkbuf\_4 \\
\multicolumn{2}{l}{\textbf{Place}} \\
\quad DP Wirelength & about 560 um \\
\quad Port Buf Inserts & 11 \\
\quad Final GP Congestion & roughly 0.76 \\
\multicolumn{2}{l}{\textbf{Min path}} \\
\quad Hold Crit Class & register to register \\
\multicolumn{2}{l}{\textbf{Status}} \\
\quad Status & finished, final reports clean \\
\hline
\end{tabular}
Yosys cell counts:
master    instances  area [um^2]
dfxtp_1           4         80.1
o211ai_2          1         12.5
nand4_1           1         6.26
buf_6             1         11.3
nand2_1           1         3.75
inv_1             1         3.75
a21oi_1           2         10.0
nor2_1            5         18.8
xnor2_1           1         8.76
a2111o_1          1         11.3
mux2i_1           2         20.0
ha_1              2         25.0
fa_1              1         20.0
xor2_1            1         8.76
nand3_1           1         5.00
layout make-up:
cell class | count | area (um^2) | area share
inverter | 1 | 3.75 | 0.00885
multi-input combinational | 19 | 150 | 0.354
timing repair buffer | 11 | 110 | 0.260
tap | 46 | 57.6 | 0.136
sequential | 4 | 80.1 | 0.189
clock buffer | 3 | 22.5 | 0.0531
routing by layer:
layer / up-vias / GRT usage / routed length (um)
li1: 114 / - / -
met1: 97 / 0.0266 / 308
met2: 7 / 0.0321 / 329
met3: 0 / 0.0148 / 67
met4: 0 / 0.00528 / 0
met5: - / 0 / 0
path summary, 6_finish.rpt:
check        cells past startpoint                   to                 from  slack [ns]
min                              3  count[0]$_SDFF_PP0_  count[0]$_SDFF_PP0_        0.59
min reg2reg                      3  count[0]$_SDFF_PP0_  count[0]$_SDFF_PP0_        0.59
max                              6  count[3]$_SDFF_PP0_              up_down        0.72
max reg2reg                      4  count[3]$_SDFF_PP0_  count[2]$_SDFF_PP0_        1.30
stage by stage:
step	util	hold slack [ns]	cells	setup WS, ns	area (um^2)
2_1_floorplan	-	0.531	25	1.07	245
3_3_place_gp	0.118	0.574	81	0.488	402
5_1_grt	0.124	0.637	84	0.621	424
6_report	0.124	0.587	84	0.716	424
4_1_cts	0.124	0.589	84	0.728	424
3_5_place_dp	0.118	0.576	81	0.487	402
cell families after synthesis:
kind of cell	count (synthesis)	synth area share
DFF	4	0.327
xor gates and xnor gates	2	0.0714
buffers and inverters	2	0.0612
AOI/OAI and AO/OA	4	0.138
and+or+nand+nor	8	0.138
muxes	2	0.0816
adders and majority gates	3	0.184
power groups by stage:
stage / Combinational [mW] / Sequential, mW / Clock (mW)
finish: 0.0562 / 0.0744 / 0.0777
global route: 0.0643 / 0.0752 / 0.0872
CTS: 0.0568 / 0.0747 / 0.0815
critical path: stages:
cell,delay [ns]
clkdlybuf4s50_1,0.49
inv_1,0.09
ha_1,0.34
a21oi_1,0.10
a2111o_1,0.43
o211ai_2,0.07
Power and IR drop assume default switching activity.
