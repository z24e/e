$ cat config.mk
export PLATFORM = sky130hd
export DESIGN_NAME = Shiftregister_PISO
export DESIGN_NICKNAME = Shiftregister_PISO
export VERILOG_FILES = /design/flow/design.v
export SDC_FILE = /design/flow/constraint.sdc
export NUM_CORES = 4
export LEC_CHECK = 1
export CORE_AREA = 10 10 70 70
export DIE_AREA = 0 0 80 80
$ cat run.sh
#!/bin/bash
# OpenROAD 26Q1-2900-gdf79404cd8, Yosys 0.63+post, stock flow scripts
make -C /OpenROAD-flow-scripts/flow DESIGN_CONFIG=/design/flow/config.mk WORK_HOME=/design/flow/orfs finish
$ cat design.v
module Shiftregister_PISO(Clk, Parallel_In,load, Serial_Out);
input Clk,load;
input [3:0]Parallel_In;
output reg Serial_Out;
reg [3:0]tmp;
always @(posedge Clk)
begin
if(load)
tmp<=Parallel_In;
else
begin
Serial_Out<=tmp[3];
tmp<={tmp[2:0],1'b0};
end
end
endmodule
$ cat constraint.sdc
current_design Shiftregister_PISO

set clk_period 1.0
set clk_io_pct 0.2

create_clock -name clk0 -period $clk_period [get_ports {Clk}]

set non_clock_inputs [all_inputs -no_clocks]
set_input_delay [expr $clk_period * $clk_io_pct] -clock clk0 $non_clock_inputs
set_output_delay [expr $clk_period * $clk_io_pct] -clock clk0 [all_outputs]
==> impl_metrics.json <==
{
  "status": "completed",
  "cp-start-kind": "input pin",
  "post_drt_wl_per_cell_um": 5.77,
  "r2r_start": "tmp[2]",
  "period_minus_slack_ns": 0.981,
  "drt_wl_total_um": 381,
  "crit_path_start": "load",
  "drt_iter0_drc": 2,
  "num_rows": 21,
  "path_max_fanout": 5,
  "drc": 0,
  "cts_htree_levels": 1,
  "critical_path_buf_inv_count": 1,
  "antenna_found_initial": 0,
  "setup_tns_ns": 0,
  "worstSetupPathType": "in2reg",
  "hp-class": "reg2reg",
  "gp_congestion": 0.680,
  "peakVddDrop_mv": 0.518,
  "overflow": 0,
  "clk_pin_slew_ns": 0.04,
  "synth_top_area_share_pct": 51.6,
  "pin_count": 7,
  "synthTopCellsByArea": "dfxtp_1 (52%), mux2_2 (22%), edfxtp_1 (19%)",
  "drive_above_1_share_pct": 40.0,
  "fp_util_pct": 4.54,
  "first_pass_iters": 2,
  "maxCapViolations": 0,
  "synth_area_um2": 155,
  "numPortBuffers": 6,
  "finalPower_mw": 0.493,
  "rsz0062_at_grt": "no",
  "die_area_um2": 6400,
  "ys_seq_share_pct": 71.0,
  "warning_count": 25,
  "cts_tree": "done",
  "ys_types": 5,
  "slowest_stage": "clkdlybuf4s50_1",
  "maxSlewHeadroom_pct": 88.0,
  "fin_hold_ws_ns": 0.399,
  "cts_sinks": 5,
  "core-area_um2": 3420,
  "ys_cells": 10,
  "grt_pass1_wl_um": 565,
  "crit_chain": "clkdlybuf4s50_1 -> mux2_2",
  "cts-root-buf": "clkbuf_4",
  "dpl_cell_area_um2": 273,
  "finalClockPeriodUsage_pct": 98.1,
  "hp-start": "tmp[3]",
  "dp_slack_ns": -0.238,
  "yosys_area_um2": 155,
  "crit_family": "buffers and inverters",
  "fill_cells": 416,
  "skew_ns": 0.00390,
  "fin_cells": 66,
  "ys_seq_elements": 5,
  "synth.avg_cell_area_um2": 15.5,
  "p_leak_nw": 0.103,
  "antenna_left": 0,
  "die_height_um": 80,
  "clk_latency_ns": 0.24,
  "setup_viol": 0,
  "max_freq_mhz": 1020,
  "grt_max_degree": 6,
  "cpPeakStageDelay_ns": 0.55,
  "dp.cells": 62,
  "grt_usage_pct": 1.28,
  "hold_viol": 0,
  "arrival_ns": 1.11,
  "worst_pin_slew_ns": 0.180,
  "synth_warnings": 1,
  "drv_slew": 0,
  "crit_required_ns": 1.13,
  "dieWidth_um": 80,
  "areaGrowthSynthToFinish_pct": 89.5,
  "comb_area_um2": 41.3,
  "finish.utilization_pct": 8.61,
  "grt_pass1_vias": 119,
  "netlist_instances": 10,
  "vias": 103,
  "vias_per_cell": 1.56,
  "cp-end-kind": "register",
  "seqCellArea_um2": 110,
  "power_density_nw_per_um2": 1680,
  "cts_buffers": 3,
  "cts_buffer_depth": 2,
  "top_area_cell": "dfxtp_1",
  "setup_slack_ns": 0.0192,
  "antenna_cells": 0,
  "finish.instance_area_um2": 294
}
==> cell usage in the layout, fill, tap and decap left out <==
master | netlist | layout
clkdlybuf4s50_1 | 0 | 5
buf_2 | 0 | 1
inv_1 | 1 | 1
mux2_2 | 3 | 3
dfxtp_1 | 4 | 4
and2_2 | 1 | 1
clkbuf_4 | 0 | 3
clkbuf_1 | 0 | 1
edfxtp_1 | 1 | 1
==> worst paths after layout <==
path | endpoint | slack, ns | cells after the start
worst min register to register | Serial_Out | 0.40 | 0
worst max register to register | tmp[3] | 0.35 | 1
worst min-delay path | Serial_Out | 0.40 | 0
worst max-delay path | tmp[3] | 0.02 | 2
==> final cells by class <==
class                      count  share of cell area [%]
multi-input combinational      4                    14.0
sequential                     5                    37.4
timing repair buffer           6                    18.7
clock buffer                   4                    8.94
inverter                       1                    1.28
tap                           46                    19.6
==> metal layers <==
metal,GRT usage (%),part of all wire [%],vias to the layer above
li1,-,-,53
met1,1.67,59,43
met2,1.44,33,7
met3,1.14,6.8,0
met4,0.352,0,0
met5,0,0,-
==> flip-flops by register name, summed over array words and instances (netlist names) <==
name / cells
tmp: 4
Serial_Out: 1
==> cells in the mapped netlist <==
cell / n
dfxtp_1: 4
inv_1: 1
and2_2: 1
edfxtp_1: 1
mux2_2: 3
==> cells by family after synthesis <==
family | Yosys count | share of synthesized area (%)
flops | 5 | 71.0
mux | 3 | 21.8
simple gates | 1 | 4.84
buf+inv | 1 | 2.42
==> repair_timing <==
item                                   4_1_cts  5_1_grt
setup endpoints to repair                    1        0
buffers inserted                             0        0
endpoints found under the hold margin        0        0
resized                                      4        0
hold buffers                                 0        0
==> power breakdown <==
part / switching (mW) / leakage, nW / internal, mW
Combinational: 0.00946 / 0.0448 / 0.0299
Clock: 0.0764 / 0.0150 / 0.150
Sequential: 0.00299 / 0.0435 / 0.224
Total: 0.0889 / 0.103 / 0.404
Power is estimated from default activity; no workload was simulated.
